`run.sh`:
```
#!/bin/bash
# OpenROAD 26Q1-2900-gdf79404cd8, Yosys 0.63+post, stock flow scripts
make -C /OpenROAD-flow-scripts/flow DESIGN_CONFIG=/design/flow/config.mk WORK_HOME=/design/flow/orfs finish
```
`config.mk`:
```
export PLATFORM = sky130hd
export DESIGN_NAME = MISRwithLFSR
export DESIGN_NICKNAME = MISRwithLFSR
export VERILOG_FILES = /design/flow/design.v
export SDC_FILE = /design/flow/constraint.sdc
export NUM_CORES = 4
export LEC_CHECK = 1
export CORE_AREA = 10 10 73 73
export DIE_AREA = 0 0 83 83
```
`constraint.sdc`:
```
current_design MISRwithLFSR

set clk_period 1.2
set clk_io_pct 0.2

create_clock -name clk0 -period $clk_period [get_ports {CLK}]

set non_clock_inputs [all_inputs -no_clocks]
set_input_delay [expr $clk_period * $clk_io_pct] -clock clk0 $non_clock_inputs
set_output_delay [expr $clk_period * $clk_io_pct] -clock clk0 [all_outputs]
```
`design.v`:
```
module LFSR_8(
  input clk,
  output outLFSR,
  output reg [7:0] LFSR = 255
);
wire feedback = LFSR[7];
assign outLFSR=LFSR[3];
always @(posedge clk)
begin
  LFSR[0] <= feedback;
  LFSR[1] <= LFSR[0] ^ feedback;
  LFSR[2] <= LFSR[1];
  LFSR[3] <= LFSR[2];
  LFSR[4] <= LFSR[3];
  LFSR[5] <= LFSR[4];
  LFSR[6] <= LFSR[5];
  LFSR[7] <= LFSR[6];
end
endmodule
module MISRwithLFSR(CLK,sign);
	input CLK;
	output sign;
	wire [7:0] out;
	LFSR_8 lfsrinstance(CLK,lfsr3);
	misr_16 misrinstance(CLK,lfsr3,sign);
endmodule
module misr_16(
  input clk,
  input SI,
  output sign,
  output reg [15:0] MISR = 65535
);
wire feedback = MISR[15];
assign sign=MISR[15];
always @(posedge clk)
begin
  MISR[0] <= feedback;
  MISR[1] <= MISR[0];
  MISR[2] <= MISR[1] ^ feedback;
  MISR[3] <= MISR[2] ^ feedback;
  MISR[4] <= MISR[3];
  MISR[5] <= MISR[4] ^ feedback;
  MISR[6] <= MISR[5];
  MISR[7] <= MISR[6];
  MISR[8] <= MISR[7];
  MISR[9] <= MISR[8];
  MISR[10] <= MISR[9];
  MISR[11] <= MISR[10]^SI;
  MISR[12] <= MISR[11];
  MISR[13] <= MISR[12];
  MISR[14] <= MISR[13];
  MISR[15] <= MISR[14];
end
endmodule
```
==> impl_metrics.env <==
# physical design summary
export IMPL_drt_antenna_violating_nets=0
export IMPL_yosysTopAreaCell="sky130_fd_sc_hd__dfxtp_1"
export IMPL_final_instance_count_excl_fill=84
export IMPL_fp_util_pct=14.00
export IMPL_slew_viol_final=0
export IMPL_crit_buf_inv=1
export IMPL_synth_edff_count=0
export IMPL_final_period_minus_worst_setup_slack_ps=1040
export IMPL_clock_sinks=24
export IMPL_clock_tree_root_cell="sky130_fd_sc_hd__clkbuf_8"
export IMPL_hp_class="register to register"
export IMPL_yosys_stat_seqShare_pct=91.65
export IMPL_cts_max_path_buffers=2
export IMPL_number_of_buffers_created_by_cts=3
export IMPL_cts_tree="yes"
export IMPL_post_layout_total_power_mw=1.306
export IMPL_finish_utilization_pct=17.75
export IMPL_route_final_wire_length_um=515
export IMPL_yosys_most_used_dff="sky130_fd_sc_hd__dfxtp_1"
export IMPL_grt_antenna_before_repair=0
export IMPL_worst_skew_pair_late_latency_ps=260
export IMPL_ys_area_sq_um=524.3
export IMPL_run_status="completed"
export IMPL_antenna_cells_inserted=0
export IMPL_largest_logic_family="XOR/XNOR gates"
export IMPL_fin_setup_tns_ps=0
export IMPL_synth_async_reset_ratio_pct=0
export IMPL_crit_path_start_kind="register"
export IMPL_hold_start="misrinstance.MISR[9]$_DFF_P_"
export IMPL_globalRouteOverflowTotal=0
export IMPL_postSynthCellCount=29
export IMPL_hold_path_endpoint="misrinstance.MISR[10]$_DFF_P_"
export IMPL_place_port_buffers=1
export IMPL_layout_drive_gt1_share_pct=19.44
export IMPL_tightestPinTransition_ps=136.0
export IMPL_setup_violations_final=0
export IMPL_worstReg2RegStart="misrinstance.MISR[15]$_DFF_P_"
export IMPL_ys_sh_mux_pct=0
export IMPL_worst_slew_margin_rel_pct=90.90
export IMPL_holdBufCountCts=0
export IMPL_flow_area_growth_from_synthesis_pct=26.73
export IMPL_max_clock_freq_ghz=0.9614
export IMPL_netlist_cell_type_count=2
export IMPL_ff2ff_path_depth=3
export IMPL_synth_area_sq_um=524.3
export IMPL_rrSetupSlack_ps=360
export IMPL_synth_cellmix_simpleShare_pct=0
export IMPL_drcViolationCount=0
export IMPL_ys_sh_aoi_pct=0
export IMPL_grt_first_pass_wirelength_um=993
export IMPL_dp_hpwl_um=297.1
export IMPL_synthMostInstantiatedCell="sky130_fd_sc_hd__dfxtp_1"
export IMPL_pd_cells_nw_per_um2=1965
export IMPL_clock_transition_time_at_the_flip_flop_clock_pins_of_the_worst_setup_and_hold_paths_ps=70
export IMPL_synth_area_in_adders_pct=0
export IMPL_finClkSkew_ps=1.505
export IMPL_synth_ff_latch_count=24
export IMPL_dieArea_sq_um=6889
export IMPL_timing_critical_path_arrival_ps=800
export IMPL_dp_cells=79
export IMPL_end_kind="primary output"
export IMPL_highest_net_fanout_along_the_worst_path=2
export IMPL_hold_depth=0
export IMPL_synthesis_yosys_warnings=3
export IMPL_gp_congestion=0.6970
export IMPL_grt_max_degree=14
export IMPL_crit_required_ps=960
export IMPL_grt_pass1_vias=227
export IMPL_report_final_hold_viol_count=0
export IMPL_die_width_um=83
export IMPL_r2r_end="misrinstance.MISR[2]$_DFF_P_"
export IMPL_crit_path_cell_trace="dlygate4sd2_1"
export IMPL_globalRouteTotalUtil_pct=1.713
export IMPL_synth_cellmix_xorXnorShare_pct=8.353
export IMPL_avgViaCountPerCell=2.405
export IMPL_timing_worst_setup_path_type="register to primary output"
export IMPL_avgSynthCellArea_sq_um=18.08
export IMPL_critical_path_slowest_cell="sky130_fd_sc_hd__dfxtp_2"
export IMPL_final_period_utilization_pct=86.68
export IMPL_grt_setup_unrepaired="false"
export IMPL_die_span_y_um=83
export IMPL_yosys_cell_count=29
export IMPL_post_drt_wl_per_cell_um=6.131
export IMPL_worst_vdd_rail_ir_drop_v=0.001164
export IMPL_netlist_top_cells_area="sky130_fd_sc_hd__dfxtp_1 (92%), sky130_fd_sc_hd__xor2_1 (8.4%)"
export IMPL_design_portCount=2
export IMPL_filler_cell_count=422
export IMPL_detailedRoute_firstPassIterationCount=2
export IMPL_htree_levels=1
export IMPL_biggest_cell_delay_along_the_critical_path_ps=320
export IMPL_common_cells="sky130_fd_sc_hd__dfxtp_1 (24), sky130_fd_sc_hd__xor2_1 (5)"
export IMPL_path_delay_family="flip-flops"
export IMPL_core_area_sq_um=3744
export IMPL_p_leak_nw=0.2893
export IMPL_yosysTopAreaCellShare_pct=91.65
export IMPL_openroad_warnings=25
export IMPL_num_rows=22
export IMPL_drv_cap=0
export IMPL_drt_initial_drc_count=2
export IMPL_num_vias=202
-- cells by family (layout without fill, tap and decap cells) --
group / count (synthesis) / after routing
DFF: 24 / 24
xor gates and xnor gates: 5 / 5
buffers and inverters: 0 / 7
-- placed cells by master (no fill, tap or decap) --
cell type,n
sky130_fd_sc_hd__clkbuf_8,4
sky130_fd_sc_hd__buf_4,2
sky130_fd_sc_hd__dfxtp_1,23
sky130_fd_sc_hd__xor2_1,5
sky130_fd_sc_hd__dlygate4sd2_1,1
sky130_fd_sc_hd__dfxtp_2,1
-- where the power goes --
part	switching, mW	internal (mW)	total (mW)
Clock	0.218	0.292	0.510
Sequential	0	0.796	0.796
Combinational	0	0	0.0000000668
Total	0.218	1.09	1.31
-- routing by layer --
metal / up-vias / wire length (um) / GRT usage [%]
li1: 102 / - / -
met1: 91 / 258 / 2.091
met2: 4 / 173 / 2.095
met3: 5 / 44 / 1.181
met4: 0 / 39 / 1.077
met5: - / 0 / 0
-- final cells by class --
type	instances	area, sq um	area share, %
flip-flops and latches	24	481.7	72.50
well taps	48	60.06	9.040
clock buffers	4	55.05	8.286
multi-input cells	5	43.79	6.591
repair buffers	3	23.77	3.578
-- sequential cells by signal, summed over array words and instances (netlist names) --
register	cells
lfsrinstance.LFSR	8
misrinstance.MISR	16
-- how the worst max path moves through the flow --
stage | slack [ps] | cells past startpoint | from | to
6_report | 160 | 1 | misrinstance.MISR[15]$_DFF_P_ | sign
5_1_grt | 130 | 1 | misrinstance.MISR[15]$_DFF_P_ | sign
4_1_cts | 140 | 1 | misrinstance.MISR[15]$_DFF_P_ | sign
-- per-stage QoR --
stage | hold WS (ps) | cell area, sq um | worst slack (ps)
4_1_cts | 329.5 | 664.4 | 142.6
3_5_place_dp | 312.8 | 601.8 | 176.3
5_1_grt | 337.2 | 664.4 | 130.4
3_3_place_gp | 313.7 | 601.8 | 186.5
6_report | 329.7 | 664.4 | 159.9
2_1_floorplan | 309.6 | 524.3 | 595.3
-- what timing repair did --
action                     CTS  global route
setup endpoints to repair    1             0
resized                      2             0
setup buffers                1             0
Power figures rest on the tool's default switching activity, not on a simulated workload.
