==> flow/design.v <==
`timescale 1ns/1ps	
module MyDFF(CLK, D, Q);
  input CLK, D;
  output Q;
  wire CLK, D;
  reg Q;
  always @ (posedge CLK)
  begin
    Q<=D;
  end
endmodule
module SDFF(CLK, DI, SI, SE, SO);
  input CLK, DI, SI, SE;
  output SO;
  wire CLK,SE,DI,SI;
  wire muxoutput;
  assign muxoutput=(SE==1)?SI:DI;
  MyDFF dffinstance(CLK, muxoutput, SO);  
endmodule
module comb_logic(a,b,c,d,i,j);
  input a,b,c,d;
  output i,j;
  wire e,f,g,h;
  xor(e,a,b);
  xor(f,c,d);
  xor(g,a,c);
  xor(h,b,d);
  and(i,e,f);
  or(j,g,h);
endmodule
module trcut(CLK,SE,SI,SO);
	input CLK,SE,SI;
	output SO;
	wire a_cp,b_cp,c_cp,d_cp;  
	assign SO=d_cp;
	comb_logic CLinstance(a_cp,b_cp,c_cp,d_cp,i,j);
	SDFF R_AJ(CLK, j, SI, SE, a_cp);
	SDFF R_BI(CLK, i, a_cp, SE, b_cp);
	SDFF R_C(CLK, j, b_cp, SE, c_cp);
	SDFF R_D(CLK, j, c_cp, SE, d_cp);  
endmodule
module LFSR_8(
  input clk,
  output outLFSR,
  output reg [7:0] LFSR = 255
);
wire feedback = LFSR[7];
assign outLFSR=LFSR[3];
always @(posedge clk)
begin
  LFSR[0] <= feedback;
  LFSR[1] <= LFSR[0] ^ feedback;
  LFSR[2] <= LFSR[1];
  LFSR[3] <= LFSR[2];
  LFSR[4] <= LFSR[3];
  LFSR[5] <= LFSR[4];
  LFSR[6] <= LFSR[5];
  LFSR[7] <= LFSR[6];
end
endmodule
module TRCUTwithLFSR(CLK,SE,SO);
	input CLK,SE;
	output SO;
	wire [7:0] out;
	LFSR_8 LFSRinstance(CLK,lfsrout3,out);
	trcut trcutinstance(CLK,SE,lfsrout3,SO);
endmodule
module TRCUTwithMISR(CLK,SE,sign);
	input CLK,SE;
	output sign;
	TRCUTwithLFSR myinstance(CLK,SE,out);
	misr_16 misrinstance(CLK,out,sign,out_misr);
endmodule
module misr_16(
  input clk,
  input SI,
  output sign,
  output reg [15:0] MISR = 65535
);
wire feedback = MISR[15];
assign sign=MISR[15];
always @(posedge clk)
begin
  MISR[0] <= feedback;
  MISR[1] <= MISR[0];
  MISR[2] <= MISR[1] ^ feedback;
  MISR[3] <= MISR[2] ^ feedback;
  MISR[4] <= MISR[3];
  MISR[5] <= MISR[4] ^ feedback;
  MISR[6] <= MISR[5];
  MISR[7] <= MISR[6];
  MISR[8] <= MISR[7];
  MISR[9] <= MISR[8];
  MISR[10] <= MISR[9];
  MISR[11] <= MISR[10]^SI;
  MISR[12] <= MISR[11];
  MISR[13] <= MISR[12];
  MISR[14] <= MISR[13];
  MISR[15] <= MISR[14];
end
endmodule
==> flow/run.sh <==
#!/bin/bash
# OpenROAD 26Q1-2900-gdf79404cd8, Yosys 0.63+post, stock flow scripts
make -C /OpenROAD-flow-scripts/flow DESIGN_CONFIG=/design/flow/config.mk WORK_HOME=/design/flow/orfs finish
==> flow/config.mk <==
export PLATFORM = sky130hd
export DESIGN_NAME = TRCUTwithMISR
export DESIGN_NICKNAME = TRCUTwithMISR
export VERILOG_FILES = /design/flow/design.v
export SDC_FILE = /design/flow/constraint.sdc
export NUM_CORES = 4
export LEC_CHECK = 1
export CORE_AREA = 10 10 74 74
export DIE_AREA = 0 0 84 84
==> flow/constraint.sdc <==
current_design TRCUTwithMISR

set clk_period 1.1
set clk_io_pct 0.2

create_clock -name clk0 -period $clk_period [get_ports {CLK}]

set non_clock_inputs [all_inputs -no_clocks]
set_input_delay [expr $clk_period * $clk_io_pct] -clock clk0 $non_clock_inputs
set_output_delay [expr $clk_period * $clk_io_pct] -clock clk0 [all_outputs]
==> metrics.txt <==
# HELP chip_impl_metric Implementation results
# TYPE chip_impl_metric gauge
chip_impl_info{name="critical_path.cell_chain",value="dlygate4sd2_1"} 1
chip_impl_metric{name="drtPass1Iterations",unit=""} 3
chip_impl_metric{name="final-hold-violation-count",unit=""} 0
chip_impl_metric{name="grt.total_usage",unit="%"} 2.31
chip_impl_metric{name="die_width",unit="um"} 84
chip_impl_metric{name="power_density",unit="mW/mm^2"} 3040
chip_impl_metric{name="worstPathBufferInverterCount",unit=""} 1
chip_impl_metric{name="normalized_max_slew_margin",unit="%"} 85.1
chip_impl_metric{name="dr_total_vias",unit=""} 331
chip_impl_metric{name="synth_warnings",unit=""} 9
chip_impl_metric{name="area_delta_synth_final",unit="%"} 21.4
chip_impl_info{name="critPathKind",value="reg2out"} 1
chip_impl_metric{name="comb_area",unit="um^2"} 154
chip_impl_metric{name="final_util",unit="%"} 22.0
chip_impl_metric{name="clock_tree.buffer_depth",unit=""} 2
chip_impl_metric{name="final-instance-count-excl-fill",unit=""} 108
chip_impl_metric{name="drtIter0Drc",unit=""} 24
chip_impl_metric{name="cp_data_arrival_time",unit="ps"} 810
chip_impl_metric{name="finalClockPeriodUsage",unit="%"} 93.7
chip_impl_metric{name="fp_util",unit="%"} 18.1
chip_impl_metric{name="sequential_share_of_the_synthesized_area",unit="%"} 78.0
chip_impl_metric{name="final_layout_size_suffix_gt1_share",unit="%"} 13.8
chip_impl_metric{name="tightestPinTransition",unit="ps"} 223
chip_impl_metric{name="crit_path_max_incr_delay",unit="ps"} 320
chip_impl_info{name="final_common_cell",value="sky130_fd_sc_hd__dfxtp_1"} 1
chip_impl_metric{name="static-leakage-power",unit="nW"} 0.353
chip_impl_metric{name="synthDistinctLibCells",unit=""} 12
chip_impl_metric{name="syn_area",unit="um^2"} 718
chip_impl_info{name="cp_top_family",value="flip-flops"} 1
chip_impl_metric{name="layout_min_cycle_time",unit="ps"} 1030
chip_impl_metric{name="crit_fanout",unit=""} 2
chip_impl_metric{name="holdBufCountCts",unit=""} 0
chip_impl_metric{name="die_area",unit="mm^2"} 0.00706
chip_impl_info{name="worstSetupEndpointType",value="primary output"} 1
chip_impl_metric{name="layout.cell_area.non_filler",unit="um^2"} 872
chip_impl_metric{name="post_cts.resized_instances",unit=""} 2
chip_impl_metric{name="postPlaceCellArea",unit="um^2"} 816
chip_impl_metric{name="pin_count",unit=""} 3
chip_impl_metric{name="hpwl",unit="um"} 527
chip_impl_metric{name="wire_per_inst",unit="um"} 7.20
chip_impl_metric{name="cap_violations",unit=""} 0
chip_impl_info{name="clock-root-buffer",value="sky130_fd_sc_hd__clkbuf_8"} 1
chip_impl_metric{name="route.antenna.diode_count",unit=""} 0
chip_impl_metric{name="ir_worst_vdd",unit="mV"} 1.26
chip_impl_metric{name="wirelength",unit="um"} 778
chip_impl_metric{name="syn_inst",unit=""} 50
chip_impl_metric{name="routabilityCongestion",unit=""} 0.749
chip_impl_metric{name="grt_antenna_before_repair",unit=""} 0
chip_impl_info{name="most-common-layout-cells",value="sky130_fd_sc_hd__dfxtp_1, sky130_fd_sc_hd__xor2_1, sky130_fd_sc_hd__clkbuf_8"} 1
chip_impl_metric{name="final_max_slew_viol_count",unit=""} 0
chip_impl_info{name="grt_setup_unrepaired",value="no"} 1
chip_impl_metric{name="grt_max_degree",unit=""} 16
chip_impl_metric{name="via_count_of_the_first_global_routing_pass",unit=""} 314
chip_impl_info{name="cp_slowest_cell",value="sky130_fd_sc_hd__dfxtp_2"} 1
chip_impl_metric{name="globalRoute.totalOverflow",unit=""} 0
chip_impl_metric{name="required",unit="ps"} 880
chip_impl_metric{name="synth-seq-cells",unit=""} 28
chip_impl_metric{name="clock_insertion_delay_worst_skew",unit="ps"} 260
chip_impl_metric{name="clock.fmax",unit="MHz"} 970
chip_impl_metric{name="vias_per_cell",unit=""} 3.06
chip_impl_metric{name="cts.clk_slew.worst_paths",unit="ps"} 80
chip_impl_metric{name="worst_clock_skew",unit="ps"} 6.07
chip_impl_metric{name="drt_drc_violations_left",unit=""} 0
chip_impl_metric{name="fp.dieH",unit="um"} 84
chip_impl_info{name="tritoncts",value="yes"} 1
chip_impl_info{name="run_status",value="complete, no violations"} 1
chip_impl_metric{name="fillerInstances",unit=""} 435
chip_impl_metric{name="register_area",unit="um^2"} 563
chip_impl_metric{name="num_rows",unit=""} 23
chip_impl_metric{name="grt_first_pass_wirelength",unit="um"} 1410
chip_impl_metric{name="place.port_buffers",unit=""} 2
chip_impl_metric{name="ys_area",unit="um^2"} 718
chip_impl_metric{name="numClockSinks",unit=""} 28
chip_impl_metric{name="antenna_violating_nets_post_route",unit=""} 0
chip_impl_metric{name="per_instance_average_area_after_synthesis",unit="um^2"} 14.4
chip_impl_metric{name="stage_log_warnings",unit=""} 25
chip_impl_metric{name="floorplan.core_area",unit="mm^2"} 0.00397
chip_impl_metric{name="yosysCellCount",unit=""} 50
chip_impl_metric{name="cts_post_setup_buffers_inserted",unit=""} 0
chip_impl_metric{name="total_cts_buffers",unit=""} 3
chip_impl_info{name="worst_hold_path_type",value="reg2reg"} 1
chip_impl_info{name="critPathLaunchType",value="flip-flop"} 1
chip_impl_metric{name="dp.cells",unit=""} 104
chip_impl_metric{name="cts_max_level",unit=""} 1
chip_impl_metric{name="final-setup-viol-count",unit=""} 0
layout make-up:
class                      instances  share of cell area [%]
multi-input combinational         21                    17.6
inverter                           1                   0.430
timing repair buffer               4                    3.87
tap                               50                    7.17
clock buffer                       4                    6.31
sequential                        28                    64.6
sequential cells by signal (all words and copies together) (netlist names):
register,flops
misrinstance.MISR,16
myinstance.LFSRinstance.LFSR,8
myinstance.trcutinstance.R_AJ.dffinstance.Q,1
myinstance.trcutinstance.R_BI.dffinstance.Q,1
myinstance.trcutinstance.R_C.dffinstance.Q,1
myinstance.trcutinstance.R_D.dffinstance.Q,1
worst paths after layout:
path / to / from / cells after the start / slack [ps]
worst max-delay path: sign / misrinstance.MISR[15]$_DFF_P_ / 1 / 70
worst min-delay path: misrinstance.MISR[15]$_DFF_P_ / misrinstance.MISR[14]$_DFF_P_ / 0 / 330
worst max register to register: myinstance.trcutinstance.R_D.dffinstance.Q$_DFF_P_ / myinstance.trcutinstance.R_BI.dffinstance.Q$_DFF_P_ / 3 / 110
worst min register to register: misrinstance.MISR[15]$_DFF_P_ / misrinstance.MISR[14]$_DFF_P_ / 0 / 330
synth_stat cells:
library cell / count / area (um^2)
sky130_fd_sc_hd__dfxtp_1: 28 / 561
sky130_fd_sc_hd__xor2_1: 7 / 61.3
sky130_fd_sc_hd__nor3_1: 3 / 15.0
sky130_fd_sc_hd__a21oi_1: 2 / 10.0
sky130_fd_sc_hd__mux2i_1: 2 / 20.0
sky130_fd_sc_hd__nor2b_1: 2 / 12.5
sky130_fd_sc_hd__a22o_1: 1 / 8.76
sky130_fd_sc_hd__inv_1: 1 / 3.75
sky130_fd_sc_hd__nand2_1: 1 / 3.75
sky130_fd_sc_hd__nand2b_1: 1 / 6.26
sky130_fd_sc_hd__nor3b_1: 1 / 7.51
sky130_fd_sc_hd__xnor2_1: 1 / 8.76
where the power goes:
part           leakage, nW  total, mW  internal, mW  switching [mW]
clock               0.0288      0.598         0.319           0.278
combinational       0.0915      0.437         0.254           0.183
sequential           0.233       1.62          1.42           0.198
total                0.353       2.65          1.99           0.659
cells by family after synthesis:
group	share of synthesized area, %
AOI/OAI and AO/OA	2.61
xor gates and xnor gates	9.76
buffers and inverters	0.522
DFF	78.0
muxes	2.79
and+or+nand+nor	6.27
per-stage QoR:
step	setup WS [ps]	power, mW	TNS, ps	hold WS, ps
global route	11.1	2.82	0	341
floorplan	184	1.91	0	310
detailed placement	-104	2.08	-292	313
finish	69.6	2.65	0	330
global placement	-66.8	2.06	-177	312
CTS	50.3	2.68	0	332
per-layer routing:
metal / vias up / routed length [um] / global-route usage (%)
met5: - / 0 / 0
met4: 0 / 6 / 0.304
met3: 2 / 52 / 1.38
met2: 6 / 269 / 2.86
met1: 148 / 449 / 3.38
li1: 175 / - / -
Power and IR drop assume default switching activity.
